===== flow/design.v =====
`default_nettype none
module mul4
   (  input wire [3:0]  x1,
      input wire [3:0]  x2,
      output wire [7:0] y);
   assign y = (x1 == 4'b0) ? {8'b0} :
              (x2 == 4'b0) ? {8'b0} :
              (x1 == 4'b1) ? {4'b0,x2} :
              (x2 == 4'b1) ? {4'b0,x1} :
              (x1 == 4'b10) ? {3'b0,x2,1'b0} :
              (x2 == 4'b10) ? {3'b0,x1,1'b0} :
              (x1 == 4'b100) ? {2'b0,x2,2'b0} :
              (x2 == 4'b100) ? {2'b0,x1,2'b0} :
              (x1 == 4'b1000) ? {1'b0,x2,3'b0} :
              (x2 == 4'b1000) ? {1'b0,x1,3'b0} :
              (x1 == 4'b11 && x2 == 4'b11) ? {8'b1001} :
              (x1 == 4'b11 && x2 == 4'b101) ? {8'b1111} :
              (x1 == 4'b11 && x2 == 4'b110) ? {8'b10010} :
              (x1 == 4'b11 && x2 == 4'b111) ? {8'b10101} :
              (x1 == 4'b11 && x2 == 4'b1001) ? {8'b11011} :
              (x1 == 4'b11 && x2 == 4'b1010) ? {8'b11110} :
              (x1 == 4'b11 && x2 == 4'b1011) ? {8'b100001} :
              (x1 == 4'b11 && x2 == 4'b1100) ? {8'b100100} :
              (x1 == 4'b11 && x2 == 4'b1101) ? {8'b100111} :
              (x1 == 4'b11 && x2 == 4'b1110) ? {8'b101010} :
              (x1 == 4'b11 && x2 == 4'b1111) ? {8'b101101} :
              (x1 == 4'b101 && x2 == 4'b11) ? {8'b1111} :
              (x1 == 4'b101 && x2 == 4'b101) ? {8'b11001} :
              (x1 == 4'b101 && x2 == 4'b110) ? {8'b11110} :
              (x1 == 4'b101 && x2 == 4'b111) ? {8'b100011} :
              (x1 == 4'b101 && x2 == 4'b1001) ? {8'b101101} :
              (x1 == 4'b101 && x2 == 4'b1010) ? {8'b110010} :
              (x1 == 4'b101 && x2 == 4'b1011) ? {8'b110111} :
              (x1 == 4'b101 && x2 == 4'b1100) ? {8'b111100} :
              (x1 == 4'b101 && x2 == 4'b1101) ? {8'b1000001} :
              (x1 == 4'b101 && x2 == 4'b1110) ? {8'b1000110} :
              (x1 == 4'b101 && x2 == 4'b1111) ? {8'b1001011} :
              (x1 == 4'b110 && x2 == 4'b11) ? {8'b10010} :
              (x1 == 4'b110 && x2 == 4'b101) ? {8'b11110} :
              (x1 == 4'b110 && x2 == 4'b110) ? {8'b100100} :
              (x1 == 4'b110 && x2 == 4'b111) ? {8'b101010} :
              (x1 == 4'b110 && x2 == 4'b1001) ? {8'b110110} :
              (x1 == 4'b110 && x2 == 4'b1010) ? {8'b111100} :
              (x1 == 4'b110 && x2 == 4'b1011) ? {8'b1000010} :
              (x1 == 4'b110 && x2 == 4'b1100) ? {8'b1001000} :
              (x1 == 4'b110 && x2 == 4'b1101) ? {8'b1001110} :
              (x1 == 4'b110 && x2 == 4'b1110) ? {8'b1010100} :
              (x1 == 4'b110 && x2 == 4'b1111) ? {8'b1011010} :
              (x1 == 4'b111 && x2 == 4'b11) ? {8'b10101} :
              (x1 == 4'b111 && x2 == 4'b101) ? {8'b100011} :
              (x1 == 4'b111 && x2 == 4'b110) ? {8'b101010} :
              (x1 == 4'b111 && x2 == 4'b111) ? {8'b110001} :
              (x1 == 4'b111 && x2 == 4'b1001) ? {8'b111111} :
              (x1 == 4'b111 && x2 == 4'b1010) ? {8'b1000110} :
              (x1 == 4'b111 && x2 == 4'b1011) ? {8'b1001101} :
              (x1 == 4'b111 && x2 == 4'b1100) ? {8'b1010100} :
              (x1 == 4'b111 && x2 == 4'b1101) ? {8'b1011011} :
              (x1 == 4'b111 && x2 == 4'b1110) ? {8'b1100010} :
              (x1 == 4'b111 && x2 == 4'b1111) ? {8'b1101001} :
              (x1 == 4'b1001 && x2 == 4'b11) ? {8'b11011} :
              (x1 == 4'b1001 && x2 == 4'b101) ? {8'b101101} :
              (x1 == 4'b1001 && x2 == 4'b110) ? {8'b110110} :
              (x1 == 4'b1001 && x2 == 4'b111) ? {8'b111111} :
              (x1 == 4'b1001 && x2 == 4'b1001) ? {8'b1010001} :
              (x1 == 4'b1001 && x2 == 4'b1010) ? {8'b1011010} :
              (x1 == 4'b1001 && x2 == 4'b1011) ? {8'b1100011} :
              (x1 == 4'b1001 && x2 == 4'b1100) ? {8'b1101100} :
              (x1 == 4'b1001 && x2 == 4'b1101) ? {8'b1110101} :
              (x1 == 4'b1001 && x2 == 4'b1110) ? {8'b1111110} :
              (x1 == 4'b1001 && x2 == 4'b1111) ? {8'b10000111} :
              (x1 == 4'b1010 && x2 == 4'b11) ? {8'b11110} :
              (x1 == 4'b1010 && x2 == 4'b101) ? {8'b110010} :
              (x1 == 4'b1010 && x2 == 4'b110) ? {8'b111100} :
              (x1 == 4'b1010 && x2 == 4'b111) ? {8'b1000110} :
              (x1 == 4'b1010 && x2 == 4'b1001) ? {8'b1011010} :
              (x1 == 4'b1010 && x2 == 4'b1010) ? {8'b1100100} :
              (x1 == 4'b1010 && x2 == 4'b1011) ? {8'b1101110} :
              (x1 == 4'b1010 && x2 == 4'b1100) ? {8'b1111000} :
              (x1 == 4'b1010 && x2 == 4'b1101) ? {8'b10000010} :
              (x1 == 4'b1010 && x2 == 4'b1110) ? {8'b10001100} :
              (x1 == 4'b1010 && x2 == 4'b1111) ? {8'b10010110} :
              (x1 == 4'b1011 && x2 == 4'b11) ? {8'b100001} :
              (x1 == 4'b1011 && x2 == 4'b101) ? {8'b110111} :
              (x1 == 4'b1011 && x2 == 4'b110) ? {8'b1000010} :
              (x1 == 4'b1011 && x2 == 4'b111) ? {8'b1001101} :
              (x1 == 4'b1011 && x2 == 4'b1001) ? {8'b1100011} :
              (x1 == 4'b1011 && x2 == 4'b1010) ? {8'b1101110} :
              (x1 == 4'b1011 && x2 == 4'b1011) ? {8'b1111001} :
              (x1 == 4'b1011 && x2 == 4'b1100) ? {8'b10000100} :
              (x1 == 4'b1011 && x2 == 4'b1101) ? {8'b10001111} :
              (x1 == 4'b1011 && x2 == 4'b1110) ? {8'b10011010} :
              (x1 == 4'b1011 && x2 == 4'b1111) ? {8'b10100101} :
              (x1 == 4'b1100 && x2 == 4'b11) ? {8'b100100} :
              (x1 == 4'b1100 && x2 == 4'b101) ? {8'b111100} :
              (x1 == 4'b1100 && x2 == 4'b110) ? {8'b1001000} :
              (x1 == 4'b1100 && x2 == 4'b111) ? {8'b1010100} :
              (x1 == 4'b1100 && x2 == 4'b1001) ? {8'b1101100} :
              (x1 == 4'b1100 && x2 == 4'b1010) ? {8'b1111000} :
              (x1 == 4'b1100 && x2 == 4'b1011) ? {8'b10000100} :
              (x1 == 4'b1100 && x2 == 4'b1100) ? {8'b10010000} :
              (x1 == 4'b1100 && x2 == 4'b1101) ? {8'b10011100} :
              (x1 == 4'b1100 && x2 == 4'b1110) ? {8'b10101000} :
              (x1 == 4'b1100 && x2 == 4'b1111) ? {8'b10110100} :
              (x1 == 4'b1101 && x2 == 4'b11) ? {8'b100111} :
              (x1 == 4'b1101 && x2 == 4'b101) ? {8'b1000001} :
              (x1 == 4'b1101 && x2 == 4'b110) ? {8'b1001110} :
              (x1 == 4'b1101 && x2 == 4'b111) ? {8'b1011011} :
              (x1 == 4'b1101 && x2 == 4'b1001) ? {8'b1110101} :
              (x1 == 4'b1101 && x2 == 4'b1010) ? {8'b10000010} :
              (x1 == 4'b1101 && x2 == 4'b1011) ? {8'b10001111} :
              (x1 == 4'b1101 && x2 == 4'b1100) ? {8'b10011100} :
              (x1 == 4'b1101 && x2 == 4'b1101) ? {8'b10101001} :
              (x1 == 4'b1101 && x2 == 4'b1110) ? {8'b10110110} :
              (x1 == 4'b1101 && x2 == 4'b1111) ? {8'b11000011} :
              (x1 == 4'b1110 && x2 == 4'b11) ? {8'b101010} :
              (x1 == 4'b1110 && x2 == 4'b101) ? {8'b1000110} :
              (x1 == 4'b1110 && x2 == 4'b110) ? {8'b1010100} :
              (x1 == 4'b1110 && x2 == 4'b111) ? {8'b1100010} :
              (x1 == 4'b1110 && x2 == 4'b1001) ? {8'b1111110} :
              (x1 == 4'b1110 && x2 == 4'b1010) ? {8'b10001100} :
              (x1 == 4'b1110 && x2 == 4'b1011) ? {8'b10011010} :
              (x1 == 4'b1110 && x2 == 4'b1100) ? {8'b10101000} :
              (x1 == 4'b1110 && x2 == 4'b1101) ? {8'b10110110} :
              (x1 == 4'b1110 && x2 == 4'b1110) ? {8'b11000100} :
              (x1 == 4'b1110 && x2 == 4'b1111) ? {8'b11010010} :
              (x1 == 4'b1111 && x2 == 4'b11) ? {8'b101101} :
              (x1 == 4'b1111 && x2 == 4'b101) ? {8'b1001011} :
              (x1 == 4'b1111 && x2 == 4'b110) ? {8'b1011010} :
              (x1 == 4'b1111 && x2 == 4'b111) ? {8'b1101001} :
              (x1 == 4'b1111 && x2 == 4'b1001) ? {8'b10000111} :
              (x1 == 4'b1111 && x2 == 4'b1010) ? {8'b10010110} :
              (x1 == 4'b1111 && x2 == 4'b1011) ? {8'b10100101} :
              (x1 == 4'b1111 && x2 == 4'b1100) ? {8'b10110100} :
              (x1 == 4'b1111 && x2 == 4'b1101) ? {8'b11000011} :
              (x1 == 4'b1111 && x2 == 4'b1110) ? {8'b11010010} : {8'b11100001};
endmodule
module mul8
   (  input wire [7:0]  x1,
      input wire [7:0]  x2,
      output wire [15:0] y);
   wire [7:0] y1;
   wire [7:0] y21;
   wire [7:0] y22;
   wire [7:0] y3;
   mul4 u1(x1[3:0],x2[3:0],y1);
   mul4 u2(x1[3:0],x2[7:4],y21);
   mul4 u3(x1[7:4],x2[3:0],y22);
   mul4 u4(x1[7:4],x2[7:4],y3);
   assign y = {y3,8'b0} + {4'b0,y21,4'b0} + {4'b0,y22,4'b0} + {8'b0,y1};
endmodule
module mul16
   (  input wire [15:0]  x1,
      input wire [15:0]  x2,
      output wire [31:0] y);
   wire [15:0] y1;
   wire [15:0] y21;
   wire [15:0] y22;
   wire [15:0] y3;
   mul8 u1(x1[7:0],x2[7:0],y1);
   mul8 u2(x1[7:0],x2[15:8],y21);
   mul8 u3(x1[15:8],x2[7:0],y22);
   mul8 u4(x1[15:8],x2[15:8],y3);
   assign y = {y3,16'b0} + {8'b0,y21,8'b0} + {8'b0,y22,8'b0} + {16'b0,y1};
endmodule
module mul
   (  input wire [31:0]  x1,
      input wire [31:0]  x2,
      output wire [31:0] y,
      output wire        ovf);
   wire [31:0] y1;
   wire [31:0] y21;
   wire [31:0] y22;
   mul16 u1(x1[15:0],x2[15:0],y1);
   mul16 u2(x1[15:0],x2[31:16],y21);
   mul16 u3(x1[31:16],x2[15:0],y22);
   wire [32:0] yl = {y21[15:0],16'b0} + {y22[15:0],16'b0} + y1;
   assign y = yl[31:0];
   assign ovf = ((|x1[31:16] && |x2[31:16]) || (y1[31:31] && y21[15:15]) || (y1[31:31] && y22[15:15]) || (y21[15:15] && y22[15:15]) || yl[32:32]) ? 1'b1 : 1'b0;
endmodule                                                                         
`default_nettype wire
module mul_top
   (  input wire [31:0]  x1,
      input wire [31:0]  x2,
      output wire [31:0] y,
      output wire        ovf,
      input wire        clk,
      input wire        rstn);
   mul u1(x1,x2,y,ovf);
endmodule

===== flow/run.sh =====
#!/bin/bash
# OpenROAD 26Q1-2900-gdf79404cd8, Yosys 0.63+post, stock flow scripts
make -C /OpenROAD-flow-scripts/flow DESIGN_CONFIG=/design/flow/config.mk WORK_HOME=/design/flow/orfs finish

===== flow/config.mk =====
export PLATFORM = sky130hd
export DESIGN_NAME = mul_top
export DESIGN_NICKNAME = mul_top
export VERILOG_FILES = /design/flow/design.v
export SDC_FILE = /design/flow/constraint.sdc
export NUM_CORES = 4
export LEC_CHECK = 1
export CORE_UTILIZATION = 30

===== flow/constraint.sdc =====
current_design mul_top

set clk_period 32.4
set clk_io_pct 0.2

create_clock -name clk0 -period $clk_period

set non_clock_inputs [all_inputs -no_clocks]
set_input_delay [expr $clk_period * $clk_io_pct] -clock clk0 $non_clock_inputs
set_output_delay [expr $clk_period * $clk_io_pct] -clock clk0 [all_outputs]

==> impl_metrics.tcl <==
# collected from the flow reports
set metrics [dict create \
    io_buffer_count 97 \
    top_level_ports 99 \
    ys_sh_adder_pct 6.18 \
    die_w_um 464 \
    grt_max_degree 107 \
    firstError "[ERROR GRT-0232] Routing congestion too high. Check the congestion heatmap in the GUI." \
    run_status "aborted with a tool error" \
    post_cts_buffers 0 \
    simple_gate_share_pct 28.7 \
    ys_sh_mux_pct 0.711 \
    synth_cell_types 90 \
    ys_sh_xor_pct 1.98 \
    ys_warn_count 0 \
    gp_congestion 1.32 \
    yosys_cells 11000 \
    syn-cell-area_um2 64100 \
    yosys_area_um2 64100 \
    yosys.area_share.aoi_pct 51.7 \
    postSynthAreaPerCell_um2 5.85 \
    antenna_found_initial 189 \
    post_cts_resized 0 \
    lastStage "global routing (5_1_grt)" \
    die_y_um 464 \
    initCoreUtil_pct 30.2 \
    ys_seq_share_pct 0 \
    top_logic_kind "AND-OR/OR-AND gates" \
    dpl.hpwl_um 590000 \
    cts_hold_buf 0 \
    syn_inst 11000 \
    placementRows 169 \
]
==> cell usage after synthesis, drive strengths merged (118+ instances only) <==
library cell | number | area (µm²)
a2111oi | 124 | 1090
a211oi | 167 | 1250
a21oi | 1190 | 5960
a221oi | 195 | 1710
a22oi | 297 | 2230
a31oi | 128 | 801
buf | 295 | 1170
clkbuf | 1278 | 4800
fa | 126 | 2520
inv | 229 | 860
nand2 | 947 | 3550
nand3 | 270 | 1350
nand4 | 172 | 1080
nor2 | 996 | 3740
nor3 | 317 | 1590
nor4 | 152 | 951
o2111ai | 118 | 1030
o211ai | 175 | 1320
o21ai | 1058 | 5300
o221ai | 222 | 1940
o22ai | 763 | 4770
==> cells by family after synthesis <==
kind of cell    after synthesis
compound gates             5087
simple gates               3624
fa+ha+maj                   243
xor+xnor                    140
mux                          45
buf+inv                    1815
==> metrics by stage <==
stage / cell area [µm²] / std cells / worst slack (ns) / util [%]
after CTS: 72500 / 13400 / 6.01 / 34.2
after detailed placement: 72500 / 13400 / 6.06 / 34.2
after global placement: 72500 / 13400 / 5.99 / 34.2
after floorplan: 64100 / 11000 / 9.75 / -
